==> /design/flow/design.v <==
module RAM(input clk, input [10:0] address, input [15:0] data_in, input rd, input wr, output reg[15:0] data_out);
 reg[15:0] Memory[0:63];
 initial begin
  Memory[0] = 16'h180A;
  Memory[1] = 16'h580B; 
  Memory[2] = 16'h3005; 
  Memory[3] = 16'h280C; 
  Memory[10] = 16'h0009;
  Memory[11] = 16'hFFFC;
  Memory[12] = 16'h0000;
 end
 always @(posedge clk) begin
  if (rd) begin
   data_out <= Memory[address];
  end
  else if (wr) begin
   Memory[address] <= data_in;
  end
 end
endmodule
==> /design/flow/run.sh <==
#!/bin/bash
# OpenROAD 26Q1-2900-gdf79404cd8, Yosys 0.63+post, stock flow scripts
make -C /OpenROAD-flow-scripts/flow DESIGN_CONFIG=/design/flow/config.mk WORK_HOME=/design/flow/orfs finish
==> /design/flow/config.mk <==
export PLATFORM = sky130hd
export DESIGN_NAME = RAM
export DESIGN_NICKNAME = RAM
export VERILOG_FILES = /design/flow/design.v
export SDC_FILE = /design/flow/constraint.sdc
export NUM_CORES = 4
export LEC_CHECK = 1
export CORE_UTILIZATION = 30
==> /design/flow/constraint.sdc <==
current_design RAM

set clk_period 23.9
set clk_io_pct 0.2

create_clock -name clk0 -period $clk_period [get_ports {clk}]

set non_clock_inputs [all_inputs -no_clocks]
set_input_delay [expr $clk_period * $clk_io_pct] -clock clk0 $non_clock_inputs
set_output_delay [expr $clk_period * $clk_io_pct] -clock clk0 [all_outputs]
==> ci_impl_report.md <==
### Flow metrics

| Metric | Value |
|---|---|
| Status | finished clean |
| CTS sink count | 1040 |
| Cts bufs inserted | about 110 |
| Post-synth regs | between 1000 and 1500 |
| Clock Latency Late Sink | just under 700 ps |
| H-tree levels | 3 |
| Register area share after synthesis | 78.1% |
| Critical path capture point type | flop |
| Synth Flop Type | edfxtp_1 |
| Max-area cell share | approximately 78% |
| Slew margin rel. | roughly a third |
| Count leader, synth | edfxtp_1 |
| Setup crit start | address[0] |
| FP Core Util | a little under a third |
| Site row count | roughly 130 |
| FF/Latch Area | 31200 um^2 |
| IO Port Bufs | about 40 |
| Share of cells above drive strength 1 | around 14% |
| Fin Hold WS | ~850 ps |
| Placer's final routability congestion estimate | around 0.93 |
| Actual slew at the worst max-slew pin | 1000 ps |
| Antenna Violating Nets Remaining | 0 |
| Vias post-DR | about 22000 |
| WP data required | 24140 ps |
| Die Area | ~130000 um^2 |
| Top post-synthesis cells by area | edfxtp_1, a22oi_1, mux2i_1 |
| I/O pin cnt | around 46 |
| Vias in the first global route | roughly 23000 |
| 1st-iter DRT viols | approximately 1700 |
| Top cells by count, synth | edfxtp_1, a22oi_1, mux2i_1 |
| Syn. warnings | 1 |
| Setup Skew | approximately 27 ps |
| Hold Path Stages | 4 |
| Largest net degree at the start of global routing | 91 |
| Worst-path clk slew | roughly 60 ps |
| Root buf cell | clkbuf_16 |
| Syn Inst Count | roughly 2300 |
| Class of the tightest hold or removal check | reg -> reg |
| CTS tree | yes |
| CP peak stage delay | between 700 and 800 ps |
| Area leader, netlist | edfxtp_1 |
| First-pass GRT wire length | around 160000 um |
| Max-Cap Viols | 0 |
| CTS max path bufs | 3 |
| Yosys stat area | approximately 40000 um^2 |
| Die width | 367 um |
| Setup Crit Path Kind | in -> reg |
| Hold Vio Cnt, Final | 0 |
| Height of the die | about 370 um |
| Pwr/cell area | 83.3 nW/um^2 |
| Syn avg cell area | 17.3 um^2 |
| Layout area overhead | 15.2% |
| # setup viols final | 0 |
| DRC viols | 0 |
| Mapped Area | 40000 um^2 |
| Slowest CP cell | a211oi_1 |
| CP most frequent cell | buf_4 |
| Initial antenna violation count | 4 |
| CP arrival | between 8000 and 9000 ps |
| Startpoint Class | input pin |
| Post-CTS Resized | 0 |
| Core area | approximately 130000 um^2 |
| CP top delay family | buffers and inverters |
| Setup TNS | 0 ps |
| Multi-input logic area | ~8000 um^2 |
| VDD IR max | 57.9 uV |
| R2R cell count | 6 |
| Buffers plus inverters on the worst setup path | 4 |
| Wire per inst | about 26 um |
| Final min period | a little under 9000 ps |
| Post-Route WL | 111000 um |
| Cell total in the yosys stat output | 2310 |
| Async SR Flop Fraction | 0% |
| Iteration tally of the first detailed-router pass | 5 |
| Pleak | 14.4 nW |
| Fin crit share | between 30% and 40% |
| R2r startpoint | Memory[36][14]$_DFFE_PP_ |
| Vias/cell | ~5.3 |
| Max FO, Critical Path | between 50 and 60 |
| Max Fclk | 0.116 GHz |
| Total gr overflow | 0 |
| HP Start | Memory[18][15]$_DFFE_PP_ |
| Stages on worst setup path | 10 |
| Log Warnings | 31 |
| Post-synth cell types | 56 |
| Total global-route track usage | between 10% and 20% |
| FILL cells | about 12000 |
| Final slew viol count | 0 |
| Post-Route Utilization | a little over a third |
| RSZ-0062 raised after global routing | no |
| Postcts setup bufs | 0 |
| DPL Wire Length | around 65000 um |
| Crit path cell chain | buf_6, buf_4, buf_4, nor2b_4, buf_4, a22o_1, nand2_1, o21ai_0, a211oi_1, nand4_1 |
| CTS Hold Bufs | 0 |
| Post-synth EDFFs | around 1000 |
[final timing paths]
kind | to | slack (ps)
setup / recovery | data_out[6]$_DFFE_PP_ | 15250
hold / removal | data_out[15]$_DFFE_PP_ | 850
setup reg to reg | data_out[14]$_DFFE_PP_ | 20970
hold reg to reg | data_out[15]$_DFFE_PP_ | 850
[cell families (layout without fill, tap and decap cells)]
family                 after synthesis  after routing  share of synthesized area [%]
other                                0              1                              0
multiplexers                       157            157                           4.44
AND/OR/NAND/NOR                    270            270                           3.13
buffers and inverters              174            367                           2.23
AND-OR/OR-AND                      669            669                           12.1
flip-flops                        1040           1040                           78.1
[per-stage QoR]
step	power (mW)	instances	cell area [um^2]	worst slack (ps)
floorplan	2.16	2310	40000	16660
global placement	2.26	4062	42700	14690
global route	3.94	4258	46000	15090
finish	3.83	4259	46000	15250
detailed placement	2.26	4062	42700	14660
CTS	3.85	4258	46000	15370
[sequential cells by signal (all words and copies together) (netlist names)]
name      cells
Memory     1024
data_out     16
[routing by layer]
metal	vias to the layer above	global-route usage, %	share of wire, %
met5	-	3.17	0.56
met4	16	4.26	3.0
met3	192	12.8	16
met2	1311	25.2	45
met1	11200	21.0	35
li1	9747	-	-
[cell usage in the layout, fill, tap and decap left out, types with 36 or more instances in the layout]
master / n
o22ai_1: 41
buf_4: 127
edfxtp_1: 1040
a22o_1: 43
clkbuf_16: 108
a21oi_1: 89
o21ai_0: 76
mux2i_1: 116
nor2_1: 113
nand2_1: 64
clkinv_1: 36
a221oi_1: 88
a22oi_1: 189
[final cells by class]
| type | instances | area share, % |
|---|---|---|
| sequential | 1040 | 67.8 |
| multi-input combinational | 1096 | 17.2 |
| clock buffer | 124 | 6.00 |
| tap | 1755 | 4.77 |
| timing repair buffer | 168 | 2.83 |
| clock inverter | 72 | 1.35 |
| inverter | 3 | 0.0245 |
| antenna | 1 | 0.00544 |
[power breakdown]
group | internal (mW) | switching [mW] | total (mW)
logic | 0.0578 | 0.150 | 0.208
registers | 2.02 | 0.00332 | 2.02
clock network | 0.931 | 0.673 | 1.60
[tightest hold or removal path, stage by stage, from the launching register on]
cell and delay (ps):
edfxtp_1 320, a22oi_1 60, nand3_1 90, and3_1 150, or4_1 130
Power is estimated from default activity; no workload was simulated.
