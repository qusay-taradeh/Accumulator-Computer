==> flow/design.v <==
module CPU(clk, memoryData, memoryAddress, dataOut, readSignal, writeSignal, AC);
input clk;
input [15:0] memoryData;
reg [3:0] state;
reg [5:0] PC;
reg [10:0] MAR;
reg signed [15:0] MBR;
reg [3:0] opcode;
reg M;
reg [15:0] IR;
reg zeroFlag, overflowFlag, carryFlag, negativeFlag;
output reg readSignal = 1;
output reg writeSignal = 0;
output reg signed [15:0] AC;
output reg [15:0] dataOut; 
output reg [10:0] memoryAddress;
reg signed [15:0] result;
parameter Load = 4'd1, Store = 4'd2, Add = 4'd3, Sub = 4'd4, Mul = 4'd5, Div = 4'd6 , Branch = 4'd7, BRZ = 4'd8;
initial begin
	PC = 0;
	state = 0;
	AC = 0;
	dataOut = 0;
	zeroFlag = 0;
	overflowFlag = 0;
	carryFlag = 0;
	negativeFlag = 0;
end
always @ (posedge clk) begin
	case (state)
		0: begin  
			MAR <= PC;
			state = 1;
		end
		1: begin  
			writeSignal = 0;
			readSignal = 1;
			memoryAddress <= MAR;
			PC <= PC + 1;
			state = 2;
		end
		2:state = 3;  
		3: begin
			MBR <= memoryData;
			state = 4;
		end
		4: begin
			IR <= MBR;
			state = 5;
		end
		5: begin  
			opcode <= IR[15:12];
			M <= IR[11];
			MAR <= IR[10:0];
			state = 6;
		end
		6: begin
				if (opcode == Branch) begin  
					PC <= MAR; 
					state = 0;
				end
				else if (opcode == BRZ) begin  
					if(zeroFlag == 1 && M == 1) begin
						PC <= MAR;
						state = 0;
					end
					else begin
						state = 0;
					end
				end
				else begin
					state = 7;
				end
		end
		7: begin
			if (opcode == Store) begin
				memoryAddress <= MAR;
			end
			state = 8;
		end
		8: begin
			if (opcode == Store) begin  
				writeSignal = 1;
				readSignal = 0;
				dataOut <= AC;
				state = 0;
			end
			else begin
				state = 9;
			end
		end
		9: begin
			writeSignal = 0;
			readSignal = 1;
			if(M == 1) begin
				memoryAddress <= MAR;
			end
			state = 10;
			end
		10: begin
			state = 11;
		end
		11: begin
			if (M == 1) begin
				MBR <= memoryData;
			end
			else if (M == 0) begin
				MBR <= $signed(IR[10:0]);
			end
			state = 12;
		end
		12: begin  
			if (opcode == Load) begin  
				AC <= MBR;
				state = 0;
			end
			else begin
				case(opcode)
				Add :  
					begin
					{carryFlag, result} = AC + MBR;
					zeroFlag = (result==0)? 1:0;
					if(AC[15]==MBR[15]) begin
					  if(MBR[15]==result[15])begin
					  overflowFlag = 0;
					  end
					  else begin
					  overflowFlag = 1;
					  end
					end
					else begin
					overflowFlag = 0;
					end						
					negativeFlag =(result[15]==1)? 1:0;	
					end
				Sub :  
					begin
					{carryFlag, result} = AC - MBR;
					zeroFlag = (result==0)? 1:0;
					if(AC[15]==MBR[15]) begin
					  if(MBR[15]==result[15])begin
					  overflowFlag = 0;
					  end
					  else begin
					  overflowFlag = 1;
					  end
					end
					else begin
					overflowFlag = 0;
					end
					negativeFlag =(result[15]==1)? 1:0;
					end
				Mul :  
					begin
					result = AC * MBR;
					zeroFlag = (result==0)? 1:0;
					if(result > 16'h0FFF || result < 16'hF000) begin
					overflowFlag = 1;
					end
					else begin
						overflowFlag = 0;
					end
					negativeFlag =(result[15]==1)? 1:0;
					end	
				Div :  
					begin
					result = AC / MBR;
					zeroFlag = (result==0)? 1:0;
					negativeFlag =(result[15]==1)? 1:0;
					end						
			endcase  
			AC <= result;
			state = 0;
			end
		end
	endcase
end
endmodule
==> flow/run.sh <==
#!/bin/bash
# OpenROAD 26Q1-2900-gdf79404cd8, Yosys 0.63+post, stock flow scripts
make -C /OpenROAD-flow-scripts/flow DESIGN_CONFIG=/design/flow/config.mk WORK_HOME=/design/flow/orfs finish
==> flow/config.mk <==
export PLATFORM = sky130hd
export DESIGN_NAME = CPU
export DESIGN_NICKNAME = CPU
export VERILOG_FILES = /design/flow/design.v
export SDC_FILE = /design/flow/constraint.sdc
export NUM_CORES = 4
export LEC_CHECK = 1
export CORE_UTILIZATION = 40
==> flow/constraint.sdc <==
current_design CPU

set clk_period 57.8
set clk_io_pct 0.2

create_clock -name clk0 -period $clk_period [get_ports {clk}]

set non_clock_inputs [all_inputs -no_clocks]
set_input_delay [expr $clk_period * $clk_io_pct] -clock clk0 $non_clock_inputs
set_output_delay [expr $clk_period * $clk_io_pct] -clock clk0 [all_outputs]
==> flow_summary.json <==
{
  "worst_path_largest_cell_delay_ns": 0.69,
  "fillers": 4499,
  "crit_required_ns": 58.09,
  "antenna_left": 0,
  "die_width_um": 220,
  "root_buffer": "clkbuf_16",
  "grt_usage": 0.278,
  "hold_class": "flip-flop to flip-flop",
  "syn_to_final_growth_pct": 10.6,
  "holdPathStages": 0,
  "firstDrtPassIters": 25,
  "run_status": "finished, final reports clean",
  "cp_data_arrival_time_ns": 35.39,
  "cts_buffers": 17,
  "hold_buffers": 0,
  "xor_share": 0.0889,
  "hpwlAfterDp_mm": 49.4,
  "die_y_um": 220,
  "critPathSlowestCell": "o41ai_1",
  "r2r_cells": 129,
  "fin_cells": 2896,
  "warnings": 41,
  "yosys_warnings": 1,
  "syn_area_sq_mm": 0.0190,
  "finalInstanceArea_sq_mm": 0.0210,
  "drc_errors": 0,
  "wl_per_cell_um": 22.1,
  "netlist_instances": 2224,
  "postCtsSetupBuffers": 0,
  "cp.depth": 129,
  "top_logic_kind": "adder cells",
  "ys_sh_simple": 0.187,
  "aoi_share": 0.199,
  "grt_start_max_net_pins": 35,
  "num_antenna_cells": 0,
  "dp_cells": 2864,
  "relSlewSlack": 0.356,
  "critPathTopFamily": "AND-OR/OR-AND gates",
  "yosys_cells": 2224,
  "min_period_over_period": 0.607,
  "setup_violations": 0,
  "port_buffers": 61,
  "yosysTopAreaCellShare": 0.190,
  "fp_util": 0.407,
  "first_global_vias": 16779,
  "ys_seq_share": 0.190,
  "ys.flops": 120,
  "synth.area.top_cells": "edfxtp_1, ha_1, fa_1",
  "antenna_found_initial": 0,
  "cts_max_level": 4,
  "synth_chip_area_sq_mm": 0.0190,
  "gp_congestion": 0.995,
  "dpl_cell_area_sq_mm": 0.0205,
  "cts.clk_slew.worst_paths_ns": 0.07,
  "max_slew.worst_pin.slew_ns": 0.959,
  "final-hold-violation-count": 0,
  "drive_gt1_frac": 0.0961,
  "cpMostUsedCell": "ha_1",
  "yosysTopAreaCell": "edfxtp_1",
  "mux_area_frac": 0.0427,
  "top_level_ports": 62,
  "critPathKind": "flip-flop to flip-flop",
  "core_sq_mm": 0.0467,
  "max-clock-path-buffers": 2,
  "critPathBufInv": 8,
  "drt-total-wl_mm": 63.9,
  "tns_ns": 0,
  "die_area_sq_mm": 0.0484,
  "ys_async_sr_fraction": 0,
  "edf_count": 120,
  "vias": 17191,
  "synthAdderAreaFrac": 0.237,
  "cts_tree": "yes",
  "rows": 79,
  "drt_iter0_drc": 1285,
  "maxCapViolCount": 0,
  "syn_area_per_cell_sq_um": 8.54,
  "fin_worst_skew_ns": 0.0127,
  "rsz0062_at_grt": "false",
  "crit_fanout": 22,
  "clock_latency_ns": 0.41,
  "ys_types": 100,
  "vias_per_cell": 5.94,
  "startpoint_type": "flip-flop",
  "grt_pass1_wl_mm": 98.4,
  "fmax_mhz": 28.5,
  "cts_resized": 0,
  "grt-ovfl-total": 0,
  "min_period_ns": 35.10,
  "slew_violations": 0,
  "ff_type": "edfxtp_1",
  "clock-sinks": 120,
  "critPathCaptureType": "flip-flop"
}
==> layout make-up <==
cell class	count	area (sq um)	area share
Multi-Input combinational cell	1844	14400	0.684
Sequential cell	120	3600	0.171
Timing Repair Buffer	121	1060	0.0505
Tap cell	607	759	0.0361
Inverter	172	647	0.0308
Clock buffer	17	425	0.0202
Clock inverter	15	144	0.00684
==> sequential cells by signal, summed over array words and instances (netlist names), 6 cells and up <==
register       cells
PC                 6
MBR               16
MAR               11
dataOut           16
IR                16
result            16
memoryAddress     11
AC                16
==> cells in the mapped netlist (all sizes together) (14+ instances only) <==
cell type	n
a211oi	19
edfxtp	120
o21ai	92
nand4	23
nand3	45
o31ai	31
o21a	39
or2	22
o211ai	18
a21o	34
or3	24
nor2	174
nand2	210
nor4	17
a21oi	145
and3	14
xor2	64
nand2b	25
mux2i	15
and2	63
nor2b	18
buf	21
xnor2	128
mux2	58
fa	81
clkbuf	67
a31oi	23
inv	171
ha	231
nor3	54
==> cells by family after synthesis <==
group	count (synthesis)
buf+inv	260
compound gates	545
mux	73
simple gates	722
xor+xnor	192
fa+ha+maj	312
flops	120
==> placed cells by master (no fill, tap or decap), drive strengths merged, types with 45 or more instances in the layout <==
cell / count
clkdlybuf4s50: 61
xor2: 64
xnor2: 128
buf: 60
fa: 81
nand3: 45
o21ai: 92
a21oi: 145
and2: 63
nor3: 54
mux2: 58
nand2: 210
nor2: 174
ha: 231
edfxtp: 120
inv: 178
==> worst paths after layout <==
| path | start | to | slack, ns |
|---|---|---|---|
| worst max register to register | MBR[1] | zeroFlag | 22.70 |
| worst min-delay path | IR[11] | M | 0.41 |
| worst max-delay path | MBR[1] | zeroFlag | 22.70 |
| worst min register to register | IR[11] | M | 0.41 |
==> per-stage QoR <==
step	util	hold slack, ns	setup slack (ns)
finish	0.451	0.412	22.70
global route	0.451	0.423	19.91
CTS	0.451	0.417	23.25
detailed placement	0.438	0.405	23.42
global placement	0.438	0.402	23.88
floorplan	-	0.400	27.93
==> layer usage <==
layer / vias to the layer above / track usage / wire, um
li1: 8169 / - / -
met1: 8181 / 0.383 / 26800
met2: 708 / 0.449 / 29800
met3: 133 / 0.0561 / 4990
met4: 0 / 0.0807 / 2330
met5: - / 0 / 0
